==> flow/design.v <==
module mem #(
    parameter int ADDR_WIDTH = 8,   
    parameter int DATA_WIDTH = 32   
) (
    input  logic                  clk_i,     
    input  logic [ADDR_WIDTH-1:0] waddr_i,   
    input  logic [DATA_WIDTH-1:0] wdata_i,   
    input  logic                  we_i,      
    input  logic [ADDR_WIDTH-1:0] raddr_i,   
    output logic [DATA_WIDTH-1:0] rdata_o    
);
  logic [DATA_WIDTH-1:0] mem_reg[2**ADDR_WIDTH];
  always_comb rdata_o = mem_reg[raddr_i];
  always_ff @(posedge clk_i) begin
    if (we_i) mem_reg[waddr_i] <= wdata_i;
  end
endmodule
module fifo_ratul #(
    parameter int FIFO_SIZE         = 4,   
    parameter int DATA_WIDTH        = 8,   
    parameter bit ALLOW_FALLTHROUGH = 0    
) (
    input logic arst_ni,   
    input logic clk_i,     
    input  logic [DATA_WIDTH-1:0] data_in_i,         
    input  logic                  data_in_valid_i,   
    output logic                  data_in_ready_o,   
    output logic [DATA_WIDTH-1:0] data_out_o,         
    output logic                  data_out_valid_o,   
    input  logic                  data_out_ready_i,   
    output logic [FIFO_SIZE:0] count_o   
);
  logic [   FIFO_SIZE:0] wr_ptr;   
  logic [   FIFO_SIZE:0] rd_ptr;   
  logic [DATA_WIDTH-1:0] mem_data_out;
  logic                  msb_eq;   
  logic                  nmsb_eq;   
  logic                  full;   
  logic                  empty;   
  logic                  mem_we;   
  logic                  mem_re;   
  mem #(
      .ADDR_WIDTH(FIFO_SIZE),
      .DATA_WIDTH(DATA_WIDTH)
  ) fifo_buffer_memory (
      .clk_i  (clk_i),
      .waddr_i(wr_ptr[FIFO_SIZE-1:0]),
      .wdata_i(data_in_i),
      .we_i   (mem_we),
      .raddr_i(rd_ptr[FIFO_SIZE-1:0]),
      .rdata_o(mem_data_out)
  );
  always_comb msb_eq = (wr_ptr[FIFO_SIZE] == rd_ptr[FIFO_SIZE]);
  always_comb nmsb_eq = (wr_ptr[FIFO_SIZE-1:0] == rd_ptr[FIFO_SIZE-1:0]);
  always_comb full = msb_eq && !nmsb_eq;
  always_comb empty = msb_eq && nmsb_eq;
  always_comb data_in_ready_o = full ? data_out_ready_i : 1'b1;
  always_comb mem_we = data_in_valid_i && data_in_ready_o;
  always_comb mem_re = data_out_valid_o && data_out_ready_i;
  always_comb count_o = wr_ptr - rd_ptr;
  if (ALLOW_FALLTHROUGH) begin
    always_comb begin
      data_out_o = empty ? data_in_i : mem_data_out;
      data_out_valid_o = empty ? data_in_valid_i : 1'b1;
    end
  end else begin
    always_comb begin
      data_out_o = mem_data_out;
      data_out_valid_o = !empty;
    end
  end
  always_ff @(posedge clk_i or negedge arst_ni) begin
    if (~arst_ni) begin
      wr_ptr <= '0;
    end else begin
      if (mem_we) wr_ptr <= wr_ptr + 1;
    end
  end
  always_ff @(posedge clk_i or negedge arst_ni) begin
    if (~arst_ni) begin
      rd_ptr <= '0;
    end else begin
      if (mem_re) rd_ptr <= rd_ptr + 1;
    end
  end
endmodule
==> flow/run.sh <==
#!/bin/bash
# OpenROAD 26Q1-2900-gdf79404cd8, Yosys 0.63+post, stock flow scripts
make -C /OpenROAD-flow-scripts/flow DESIGN_CONFIG=/design/flow/config.mk WORK_HOME=/design/flow/orfs finish
==> flow/config.mk <==
export PLATFORM = sky130hd
export DESIGN_NAME = fifo_ratul
export DESIGN_NICKNAME = fifo_ratul
export VERILOG_FILES = /design/flow/design.v
export SDC_FILE = /design/flow/constraint.sdc
export NUM_CORES = 4
export LEC_CHECK = 1
export CORE_UTILIZATION = 30
==> flow/constraint.sdc <==
current_design fifo_ratul

set clk_period 7.3
set clk_io_pct 0.2

create_clock -name clk0 -period $clk_period [get_ports {clk_i}]

set non_clock_inputs [all_inputs -no_clocks]
set_input_delay [expr $clk_period * $clk_io_pct] -clock clk0 $non_clock_inputs
set_output_delay [expr $clk_period * $clk_io_pct] -clock clk0 [all_outputs]
==> results.toml <==
# physical design summary
[status]
status = "finished clean"

[cts]
post_cts_resized = 0
clock.latency.late_pin_ps = 410
root_buffer = "clkbuf_16"
numCtsBuffers = 17
post-cts-setup-buffers = 0
cts.reportedPaths.clkPinSlew_ps = 60
cts_tree = "done"
cts_hold_buf = 0
htree_num_levels = 4
clk_path_buf_depth = 2
clock-sinks = 138

[worst_setup_path]
worst-setup-path-type = "reg2out"
cp.required_ps = 5840
end_kind = "output port"
cp-start-kind = "flop"
cp_max_fo = 43
cp.arrival_ps = 2920

[detailed_routing]
wl_met1_um = 4450
antenna-diode-count = 0
via_count = 2936
wire_per_inst_um = 19.62
first_pass_iters = 4
drt_wl_total_um = 11530
ant_nets = 0
wl_met3_um = 1574
drtIter0Drc = 200
dr.max_layer_used = "met4"
drc = 0
vias_per_cell = 4.993
dr_wl_met2_um = 5405

[logic_synthesis]
avgSynthCellArea_um2 = 19.06
ys_sh_aoi = 0.04128
top_cell = "edfxtp_1"
synth_top_area_share = 0.6746
synth_cell_types = 36
yosysWarnings = 2
simple_gate_share = 0.03052
ys_top_cells_by_area = "edfxtp_1 (67%), mux4_2 (6.7%), dfrtp_1 (4.4%)"
ys_sh_xor = 0.01998
ys_top_logic_family = "multiplexers"
postSynthCellCount = 299
synthArstFlopShare = 0.07246
ys_sh_mux = 0.1416
adder_share = 0.02328
synthFlopType = "edfxtp_1"
ys_chip_area_um2 = 5698
yosysCellCount = 299
numSynthFlops = 138
largest_area_cell = "edfxtp_1"
synth-edff-count = 128
netlist_area_um2 = 5698
postSynthSeqShare = 0.7185
top_cells_by_count = "edfxtp_1 (128), mux2i_1 (24), mux4_2 (17)"

[final_layout]
area_delta_synth_final_pct = 20.20
final_area_um2 = 6849
largest_reg_flops = 128
drive_gt1_frac = 0.1893
fin_util = 0.3674

[sta]
fin_crit_ps = 4381
setup_viol = 0
hold_viol = 0
fin_worst_skew_ps = 4.989
rsz0062_at_grt = "no"
slew_headroom = 0.3561
setup_ws_ps = 2919
worstMarginPinSlew_ps = 963.9
timing.final.crit_share = 0.6002
fmax_ghz = 0.2282
tns_ps = 0
final_max_slew_viol_count = 0

[floorplan]
dieArea_um2 = 19550
row_count = 50
ios = 27
die_w_um = 139.8
core_um2 = 18640
fp_util = 0.3056
die_h_um = 139.8

[grt]
grt_pass1_wl_um = 17930
grt-ovfl-total = 0
grt_max_degree = 44
grt_pass1_vias = 3150
grt_usage = 0.1337
grt_antenna_before_repair = 0

[power_and_ir_drop]
ir_drop_mv = 0.3310
pwr-share-comb = 0.336
p_leak_uw = 0.002326
power.switching_uw = 851.5
switching_share = 0.3038
internal_power_uw = 1951
seq_power_share = 0.366
p_per_area_nw_per_um2 = 409.2
clkPwrFrac = 0.298

[job]
warning_count = 28
max_cap_violations = 0

[placement]
pre_cts_ws_ps = 3123
dp_hpwl_um = 7266
place_area_um2 = 6256
routabilityCongestion = 0.7715
port_buffers = 26

[worst_hold_path]
hp-class = "reg2reg"
==> critical path: stages, from the launching register on <==
cell             delay [ps]
dfrtp_2                 340
buf_4                   530
inv_1                   200
fa_1                    490
a21o_1                  190
a21oi_1                 160
xnor2_1                 140
clkdlybuf4s50_1         480
==> layout make-up <==
cell class / instances / area [µm²]
inverter: 12 / 45.04
multi-input combinational: 136 / 1488
sequential: 138 / 4095
timing repair buffer: 36 / 335.3
clock inverter: 15 / 167.7
fill: 1686 / 11790
clock buffer: 17 / 425.4
tap: 234 / 292.8
==> placed cells by master, fill, tap and decap left out, types with 3 or more instances in the layout <==
master / Yosys / routed
clkinvlp_4: 0 / 3
dfrtp_1: 10 / 9
a22oi_1: 8 / 8
ha_1: 9 / 9
xor2_1: 3 / 3
mux4_2: 17 / 17
nor2_1: 6 / 6
nand2_1: 5 / 5
nand4_1: 3 / 3
and3_1: 8 / 8
a32oi_1: 8 / 8
clkinv_4: 0 / 4
mux4_1: 7 / 7
clkdlybuf4s50_1: 0 / 26
nor4_2: 0 / 4
o21ai_1: 8 / 8
xnor2_1: 10 / 10
edfxtp_1: 128 / 128
clkbuf_16: 0 / 17
buf_4: 1 / 10
inv_1: 11 / 11
inv_6: 0 / 4
mux2i_1: 24 / 24
==> kinds of logic (layout without fill, tap and decap cells) <==
group                    after synthesis  count (layout)
AND-OR/OR-AND                         33              33
XOR/XNOR                              13              13
adder cells (fa/ha/maj)               10              10
buffers and inverters                 25              80
flip-flops                           138             138
multiplexers                          48              48
AND/OR/NAND/NOR                       32              32
==> per-layer routing <==
metal,vias to the layer above,GRT usage
met1,1480,0.1698
li1,1294,-
met4,0,0.01388
met2,157,0.2026
met5,-,0
met3,5,0.09011
==> per-stage QoR <==
stage | total power (µW) | hold slack (ps) | cells
floorplan | 1598 | 501.3 | 299
global placement | 1977 | 525.7 | 556
detailed placement | 1983 | 524.2 | 556
CTS | 2829 | 539.2 | 588
global route | 2956 | 562.1 | 588
finish | 2803 | 536.1 | 588
==> final timing paths <==
kind                                                    end  startpoint  cells after the start  slack [ps]
max                                              count_o[4]   rd_ptr[1]                      7        2920
min                                               wr_ptr[4]   wr_ptr[4]                      1         540
max reg2reg                fifo_buffer_memory.mem_reg[5][7]   rd_ptr[1]                      7        4130
min reg2reg                                       wr_ptr[4]   wr_ptr[4]                      1         540
max in group asynchronous                         rd_ptr[1]     arst_ni                      1        5560
min in group asynchronous                         wr_ptr[3]     arst_ni                      1        1390
==> power groups by stage <==
| stage | logic (µW) | clock network, µW | registers, µW |
|---|---|---|---|
| final | 942 | 836 | 1020 |
| after global routing | 1040 | 885 | 1040 |
| after CTS | 953 | 851 | 1020 |
Power is estimated from default activity; no workload was simulated.
