### flow/design.v
module fifo #(
    parameter int FIFO_SIZE         = 4,   
    parameter int DATA_WIDTH        = 8,   
    parameter bit ALLOW_FALLTHROUGH = 0    
) (
    input logic arst_ni,   
    input logic clk_i,     
    input  logic [DATA_WIDTH-1:0] data_in_i,         
    input  logic                  data_in_valid_i,   
    output logic                  data_in_ready_o,   
    output logic [DATA_WIDTH-1:0] data_out_o,         
    output logic                  data_out_valid_o,   
    input  logic                  data_out_ready_i,   
    output logic [FIFO_SIZE:0] count_o   
);
  logic [   FIFO_SIZE:0] wr_ptr;   
  logic [   FIFO_SIZE:0] rd_ptr;   
  logic [DATA_WIDTH-1:0] mem_data_out;
  logic                  msb_eq;   
  logic                  nmsb_eq;   
  logic                  full;   
  logic                  empty;   
  logic                  mem_we;   
  logic                  mem_re;   
  mem #(
      .ADDR_WIDTH(FIFO_SIZE),
      .DATA_WIDTH(DATA_WIDTH)
  ) fifo_buffer_memory (
      .clk_i  (clk_i),
      .waddr_i(wr_ptr[FIFO_SIZE-1:0]),
      .wdata_i(data_in_i),
      .we_i   (mem_we),
      .raddr_i(rd_ptr[FIFO_SIZE-1:0]),
      .rdata_o(mem_data_out)
  );
  always_comb msb_eq = (wr_ptr[FIFO_SIZE] == rd_ptr[FIFO_SIZE]);
  always_comb nmsb_eq = (wr_ptr[FIFO_SIZE-1:0] == rd_ptr[FIFO_SIZE-1:0]);
  always_comb full = msb_eq && !nmsb_eq;
  always_comb empty = msb_eq && nmsb_eq;
  always_comb data_in_ready_o = full ? data_out_ready_i : 1'b1;
  always_comb mem_we = data_in_valid_i && data_in_ready_o;
  always_comb mem_re = data_out_valid_o && data_out_ready_i;
  always_comb count_o = wr_ptr - rd_ptr;
  if (ALLOW_FALLTHROUGH) begin
    always_comb begin
      data_out_o = empty ? data_in_i : mem_data_out;
      data_out_valid_o = empty ? data_in_valid_i : 1'b1;
    end
  end else begin
    always_comb begin
      data_out_o = mem_data_out;
      data_out_valid_o = !empty;
    end
  end
  always_ff @(posedge clk_i or negedge arst_ni) begin
    if (~arst_ni) begin
      wr_ptr <= '0;
    end else begin
      if (mem_we) wr_ptr <= wr_ptr + 1;
    end
  end
  always_ff @(posedge clk_i or negedge arst_ni) begin
    if (~arst_ni) begin
      rd_ptr <= '0;
    end else begin
      if (mem_re) rd_ptr <= rd_ptr + 1;
    end
  end
endmodule
module mem #(
    parameter int ADDR_WIDTH = 8,   
    parameter int DATA_WIDTH = 32   
) (
    input  logic                  clk_i,     
    input  logic [ADDR_WIDTH-1:0] waddr_i,   
    input  logic [DATA_WIDTH-1:0] wdata_i,   
    input  logic                  we_i,      
    input  logic [ADDR_WIDTH-1:0] raddr_i,   
    output logic [DATA_WIDTH-1:0] rdata_o    
);
  logic [DATA_WIDTH-1:0] mem_reg[2**ADDR_WIDTH];
  always_comb rdata_o = mem_reg[raddr_i];
  always_ff @(posedge clk_i) begin
    if (we_i) mem_reg[waddr_i] <= wdata_i;
  end
endmodule
### flow/config.mk
export PLATFORM = sky130hd
export DESIGN_NAME = fifo
export DESIGN_NICKNAME = fifo
export VERILOG_FILES = /design/flow/design.v
export SDC_FILE = /design/flow/constraint.sdc
export NUM_CORES = 4
export LEC_CHECK = 1
export CORE_UTILIZATION = 40
### flow/run.sh
#!/bin/bash
# OpenROAD 26Q1-2900-gdf79404cd8, Yosys 0.63+post, stock flow scripts
make -C /OpenROAD-flow-scripts/flow DESIGN_CONFIG=/design/flow/config.mk WORK_HOME=/design/flow/orfs finish
### flow/constraint.sdc
current_design fifo

set clk_period 7.3
set clk_io_pct 0.2

create_clock -name clk0 -period $clk_period [get_ports {clk_i}]

set non_clock_inputs [all_inputs -no_clocks]
set_input_delay [expr $clk_period * $clk_io_pct] -clock clk0 $non_clock_inputs
set_output_delay [expr $clk_period * $clk_io_pct] -clock clk0 [all_outputs]
==> results.cfg <==
; generated from flow reports
[final_timing]
max_clock_freq_ghz = 0.226
finClkSkew_ns = 0.00815
post-route-min-period_ns = 4.42
totalNegativeSetupSlack_ns = 0
report.final.slew_viol_count = 0
slew_headroom = 0.441
grt_setup_unrepaired = no
slew_worst_pin_ns = 0.837
layout_worst_path_cycle_share = 0.606
hold_viol = 0
finalSetupViolCount = 0
worst_hold_slack_ns = 0.531

[clock_tree]
postCtsHoldBufs = 0
clkTransAtPathRegs_ns = 0.06
h-tree-depth = 4
cts-root-to-sink-buffers = 2
cts_inserted_buffers = 17
tritoncts_num_sinks = 138
clock.latency.late_pin_ns = 0.41
postCtsSetupRepairBufs = 0
cts_tree = yes
cts.root.buffer_cell = sky130_fd_sc_hd__clkbuf_16
cts_repair_resize_count = 0

[worst_setup_path]
timing.critical_path.fanout_max = 43
critical_path_buf_inv_count = 3
worst_setup_path_endpoint = count_o[4]
worstReg2RegStart = rd_ptr[3]$_DFFE_PN0P_
r2r_slack_ns = 4.12
crit-reg2reg-capture = fifo_buffer_memory.mem_reg[9][4]$_DFFE_PP_
critical_path_required_ns = 5.84
path_delay_family = buffers and inverters
worstSetupEndpointType = primary output
critPathKind = reg -> out
crit_arrival_ns = 2.96
worstPathCellList = buf_4, inv_1, fa_1, a21o_1, a21oi_1, xnor2_1, clkdlybuf4s50_1
critPathLaunch = rd_ptr[1]$_DFFE_PN0P_
r2r.worst_path.cells = 6
crit_path_max_incr_delay_ns = 0.53
cpMaxStageDelayCell = sky130_fd_sc_hd__buf_4
worstSetupStartpointType = register
timing.critical_path.depth = 7

[placement]
port_buffers = 26
dpl.hpwl_mm = 7.26
postPlaceCellArea_um2 = 6190
routabilityCongestion = 0.778

[detailed_routing]
drc = 0
via_total_after_detailed_routing = 2896
drt_pass1_iterations = 4
antenna_cells_inserted = 0
antenna_violating_nets_left = 0
routed_wire_length_per_instance_um = 21.7
drtIter0Drc = 199
routed_via_density = 5.42
wirelength_mm = 11.6

[global_route]
wire_length_of_the_first_global_routing_pass_mm = 17.9
globalRoute.totalOverflow = 0
grt_pass1_vias = 3070
grt_start_max_net_pins = 44
track_usage = 0.185
grt_antenna_before_repair = 0

[power]
leakagePower_nw = 2.33
final_total_pwr_mw = 2.80
power.density_nw_per_um2 = 413
ir_worst_vdd_uv = 303

[logic_synthesis]
yosys_cells = 299
post_synth_instance_area_um2 = 5700
synth.top_cells.by_count = sky130_fd_sc_hd__edfxtp_1, sky130_fd_sc_hd__mux2i_1, sky130_fd_sc_hd__mux4_2
synth_top_cell_by_count = sky130_fd_sc_hd__edfxtp_1
edf_count = 128
post-synth-top-area-cell = sky130_fd_sc_hd__edfxtp_1
postSynthAreaPerCell_um2 = 19.1
share_of_the_synthesized_area_in_the_top_cell_type = 0.675
yosysUniqueCellTypes = 36
ys_async_sr_fraction = 0.0725
postSynthCellCount = 299
synth_warnings = 2
synth-seq-area-share = 0.718
synth_flops = 138
yosysChipArea_um2 = 5700
dominantRegCellSynth = sky130_fd_sc_hd__edfxtp_1
yosys-top-cells-area = sky130_fd_sc_hd__edfxtp_1, sky130_fd_sc_hd__mux4_2, sky130_fd_sc_hd__dfrtp_1

[cells_and_area]
area.combinational_um2 = 1490
seqCellArea_um2 = 4100
drive_above_1_share = 0.189
area_delta_synth_final_pct = 18.8
finished_core_util = 0.488
largest_register_ff_count = 128
nFillCells = 1130
design_area_um2 = 6770

[run]
warning_count = 28
maxCapViolCount = 0

[floorplan]
design.portCount = 27
die.size.x_um = 121
core_area_um2 = 13900
die_height_um = 121
chip_area_um2 = 14700
num_rows = 43
initial_core_util = 0.410

[status]
outcome = completed

[min_path]
hold_path.class = reg -> reg
-- placed cells by master, fill, tap and decap left out, types with 2 or more instances in the layout --
cell type	count
sky130_fd_sc_hd__a21oi_1	2
sky130_fd_sc_hd__dfrtp_1	9
sky130_fd_sc_hd__nor2_1	6
sky130_fd_sc_hd__buf_4	10
sky130_fd_sc_hd__edfxtp_1	128
sky130_fd_sc_hd__o21ai_0	2
sky130_fd_sc_hd__mux4_2	17
sky130_fd_sc_hd__nand3_1	2
sky130_fd_sc_hd__and3_1	8
sky130_fd_sc_hd__clkinv_2	5
sky130_fd_sc_hd__clkbuf_8	2
sky130_fd_sc_hd__nand4_1	3
sky130_fd_sc_hd__a22oi_1	8
sky130_fd_sc_hd__xor2_1	3
sky130_fd_sc_hd__clkinvlp_4	3
sky130_fd_sc_hd__mux2i_1	24
sky130_fd_sc_hd__xnor2_1	10
sky130_fd_sc_hd__a32oi_1	8
sky130_fd_sc_hd__inv_1	11
sky130_fd_sc_hd__ha_1	9
sky130_fd_sc_hd__clkdlybuf4s50_1	26
sky130_fd_sc_hd__clkinv_4	2
sky130_fd_sc_hd__o21ai_1	8
sky130_fd_sc_hd__nor4_2	4
sky130_fd_sc_hd__mux4_1	7
sky130_fd_sc_hd__a21o_1	2
sky130_fd_sc_hd__clkbuf_16	17
sky130_fd_sc_hd__bufinv_16	2
sky130_fd_sc_hd__nand2_1	5
-- how the worst min path moves through the flow --
stage / startpoint / end / depth (start not counted)
finish: wr_ptr[4]$_DFFE_PN0P_ / wr_ptr[4]$_DFFE_PN0P_ / 1
CTS: wr_ptr[4]$_DFFE_PN0P_ / wr_ptr[4]$_DFFE_PN0P_ / 1
global route: wr_ptr[4]$_DFFE_PN0P_ / wr_ptr[4]$_DFFE_PN0P_ / 1
-- where the power goes --
part           switching, mW  internal, mW
registers             0.0700         0.956
clock network          0.309         0.518
logic                  0.460         0.487
-- metal layers --
metal / vias to the layer above / GRT usage / wire, um
met4: 2 / 0.0216 / 142
li1: 1301 / - / -
met2: 152 / 0.255 / 5330
met3: 13 / 0.107 / 1360
met1: 1428 / 0.283 / 4710
met5: - / 0.0441 / 49
-- through the flow --
stage               setup slack (ns)  instances
finish                          2.88        534
global route                    2.69        534
CTS                             2.83        534
detailed placement              3.13        502
global placement                3.13        502
floorplan                       4.01        299
-- layout make-up --
type,count,area share
clock buffer,20,0.0675
clock inverter,12,0.0185
inverter,12,0.00665
multi-input combinational,136,0.220
sequential,138,0.605
tap,180,0.0333
timing repair buffer,36,0.0495
-- cell families (layout without fill, tap and decap cells) --
kind of cell,count (synthesis),after routing,share of synthesized area
multiplexers,48,48,0.142
buffers and inverters,25,80,0.0248
XOR/XNOR,13,13,0.0200
flip-flops,138,138,0.718
adder cells (fa/ha/maj),10,10,0.0233
AND-OR/OR-AND,33,33,0.0413
AND/OR/NAND/NOR,32,32,0.0305
No activity file was given, so power comes from the tool's default toggle rates.
