**/design/flow/run.sh**
```bash
#!/bin/bash
# OpenROAD 26Q1-2900-gdf79404cd8, Yosys 0.63+post, stock flow scripts
make -C /OpenROAD-flow-scripts/flow DESIGN_CONFIG=/design/flow/config.mk WORK_HOME=/design/flow/orfs finish
```
**/design/flow/config.mk**
```make
export PLATFORM = sky130hd
export DESIGN_NAME = fifo_sabbir
export DESIGN_NICKNAME = fifo_sabbir
export VERILOG_FILES = /design/flow/design.v
export SDC_FILE = /design/flow/constraint.sdc
export NUM_CORES = 4
export LEC_CHECK = 1
export CORE_UTILIZATION = 30
```
**/design/flow/constraint.sdc**
```tcl
current_design fifo_sabbir

set clk_period 4.4
set clk_io_pct 0.2

create_clock -name clk0 -period $clk_period [get_ports {clk_i}]

set non_clock_inputs [all_inputs -no_clocks]
set_input_delay [expr $clk_period * $clk_io_pct] -clock clk0 $non_clock_inputs
set_output_delay [expr $clk_period * $clk_io_pct] -clock clk0 [all_outputs]
```
**/design/flow/design.v**
```verilog
module mem #(
    parameter int ADDR_WIDTH = 8,   
    parameter int DATA_WIDTH = 32   
) (
    input  logic                  clk_i,     
    input  logic [ADDR_WIDTH-1:0] waddr_i,   
    input  logic [DATA_WIDTH-1:0] wdata_i,   
    input  logic                  we_i,      
    input  logic [ADDR_WIDTH-1:0] raddr_i,   
    output logic [DATA_WIDTH-1:0] rdata_o    
);
  logic [DATA_WIDTH-1:0] mem_reg[2**ADDR_WIDTH];
  always_comb rdata_o = mem_reg[raddr_i];
  always_ff @(posedge clk_i) begin
    if (we_i) mem_reg[waddr_i] <= wdata_i;
  end
endmodule
module fifo_sabbir #(
    parameter int FIFO_SIZE  = 4,    
    parameter int DATA_WIDTH = 8     
)(
    input  logic clk_i,
    input  logic arst_ni,                     
    input  logic [DATA_WIDTH-1:0] data_in_i,
    input  logic data_in_valid_i,
    output logic data_in_ready_o,
    output logic [DATA_WIDTH-1:0] data_out_o,
    output logic data_out_valid_o,
    input  logic data_out_ready_i,
    output logic [FIFO_SIZE:0] count_o
);
  logic [FIFO_SIZE:0] wr_ptr;
  logic [FIFO_SIZE:0] rd_ptr;
  logic [DATA_WIDTH-1:0] mem_data_out;
  logic full, empty;
  logic mem_we, mem_re;
  mem #(
      .ADDR_WIDTH(FIFO_SIZE),
      .DATA_WIDTH(DATA_WIDTH)
  ) fifo_mem (
      .clk_i  (clk_i),
      .waddr_i(wr_ptr[FIFO_SIZE-1:0]),
      .wdata_i(data_in_i),
      .we_i   (mem_we),
      .raddr_i(rd_ptr[FIFO_SIZE-1:0]),
      .rdata_o(mem_data_out)
  );
  always_ff @(posedge clk_i or negedge arst_ni) begin
      if (~arst_ni) wr_ptr <= '0;
      else if (mem_we) wr_ptr <= wr_ptr + 1;
  end
  always_ff @(posedge clk_i or negedge arst_ni) begin
      if (~arst_ni) rd_ptr <= '0;
      else if (mem_re) rd_ptr <= rd_ptr + 1;
  end
  always_comb count_o = wr_ptr - rd_ptr;
  always_comb begin
      empty = (wr_ptr == rd_ptr);
      full  = ((wr_ptr[FIFO_SIZE] != rd_ptr[FIFO_SIZE]) &&
               (wr_ptr[FIFO_SIZE-1:0] == rd_ptr[FIFO_SIZE-1:0]));
  end
  always_comb begin
      mem_we = data_in_valid_i && !full;
      mem_re = data_out_ready_i && !empty;
  end
  always_comb begin
      data_out_o       = mem_data_out;
      data_out_valid_o = !empty;
      data_in_ready_o  = !full;
  end
endmodule
```
==> results.py <==
# Generated from Yosys and OpenROAD reports
metrics = {
    "outcome": {
        "status": "finished, final reports clean",
    },
    "synth": {
        "top_cell": "edfxtp_1",
        "avgSynthCellArea_sq_um": 18.2,
        "synth_cell_type_count": 33,
        "ys_seq_share_pct": 71.6,
        "ys_chip_area_sq_um": 5720,
        "yosys-top-cells-count": "edfxtp_1 (128), mux2i_1 (32), nand2_1 (18)",
        "ys.flops": 138,
        "ys_cells": 315,
        "synthCells": 315,
        "syn_area_sq_um": 5720,
        "synth-edff-count": 128,
        "ff_type": "edfxtp_1",
        "yosys_warnings": 2,
        "synth_top_cell_by_area": "edfxtp_1",
        "synthTopCellsByArea": "edfxtp_1 (67%), mux4_2 (6.3%), mux2i_1 (5.6%)",
        "async_flop_share_pct": 7.25,
        "top_cell_area_share_pct": 67.2,
    },
    "timing": {
        "setup_viol": 0,
        "maxSlewHeadroom_pct": 43.1,
        "fin_tns_setup_ps": 0,
        "rsz0062_at_grt": "no",
        "worst_slew_pin_slew_ps": 851,
        "period_needed_ps": 3620,
        "clock_skew_ps": 8.21,
        "timing.fmax_mhz": 276,
        "fin_crit_sh_pct": 82.4,
        "finalHoldViolCount": 0,
        "final_max_slew_viol_count": 0,
    },
    "hold_path": {
        "whs_path_depth": 1,
        "hold_class": "flip-flop to flip-flop",
        "min_to": "rd_ptr[4]",
        "hold_start": "rd_ptr[4]",
    },
    "drt": {
        "wl_per_cell_um": 18.5,
        "drc": 0,
        "dr_total_vias": 2909,
        "antenna_cells_inserted": 0,
        "routed_wl_um": 11100,
        "first_iter_violations": 207,
        "drtAntennaViolNets": 0,
        "firstDrtPassIters": 4,
        "drt-vias-per-instance": 4.82,
    },
    "cells_and_area": {
        "fillers": 1657,
        "largest_register_ffs": 128,
        "regArea_sq_um": 4100,
        "post-route-util_pct": 36.9,
        "finalInstanceArea_sq_um": 6910,
        "drive_gt1_share_pct": 19.0,
        "area_growth_pct": 20.8,
        "logic_area_sq_um": 1460,
    },
    "clocking": {
        "ctsResizeCount": 0,
        "cts_tree": "yes",
        "cts_sinks": 138,
        "numCtsBuffers": 17,
        "cts_root_buf": "clkbuf_16",
        "clockBufferDepth": 2,
        "worstSkewPairLatency_ps": 420,
        "ctsHoldBuffers": 0,
        "ctsHtreeMaxLevel": 4,
        "post_cts_buffers": 0,
        "cts.clk_slew.worst_paths_ps": 60,
    },
    "placement": {
        "hpwl_um": 7500,
        "io_buffers": 26,
        "gp_congestion": 0.801,
        "placed_area_sq_um": 6230,
    },
    "critical_path": {
        "crit_type": "flip-flop to output port",
        "start_kind": "flip-flop",
        "cp_slowest_cell": "dfrtp_2",
        "path_cells": "buf_4, mux2i_1, a221oi_1, o21ai_0, nand2_1, clkdlybuf4s50_1",
        "r2r-end": "fifo_mem.mem_reg[7][4]",
        "r2r_cells": 6,
        "path_max_fanout": 20,
        "reg2reg_from": "rd_ptr[3]",
        "cpLargestDelayFamily": "buffers and inverters",
        "crit_buf_inv": 2,
        "worstPathArrival_ps": 2740,
        "end_kind": "output port",
        "required_ps": 3520,
        "max_stage_delay_ps": 510,
        "r2r_setup_slack_ps": 1140,
    },
    "floorplan": {
        "io_pins": 27,
        "dieWidth_um": 140,
        "num_rows": 50,
        "dieArea_sq_um": 19600,
        "die_h_um": 140,
        "coreArea_sq_um": 18700,
        "fp_util_pct": 30.6,
    },
    "power": {
        "powerDensity_nw_per_um2": 715,
        "peakVddDrop_mv": 0.355,
        "leakagePower_nw": 2.39,
    },
    "global_routing": {
        "grt_pass1_wl_um": 18000,
        "grt_max_degree": 21,
        "grt_pass1_vias": 3096,
        "gr-total-overflow": 0,
        "grt_usage_pct": 12.9,
        "antenna_found_initial": 0,
    },
    "run": {
        "max_cap_violations": 0,
        "warning_count": 28,
    },
}
## cell usage in the layout (no fill, tap or decap), types with 2 or more instances in the layout
master / synthesis / routed
a21boi_2: 2 / 2
a21o_1: 2 / 2
a21oi_1: 2 / 2
a221oi_1: 9 / 9
a221oi_2: 7 / 7
a22oi_1: 8 / 8
buf_4: 1 / 13
bufinv_16: 0 / 7
clkbuf_16: 0 / 17
clkdlybuf4s50_1: 0 / 26
clkinv_2: 0 / 2
clkinv_4: 0 / 2
dfrtp_1: 10 / 9
edfxtp_1: 128 / 128
ha_1: 9 / 9
inv_1: 7 / 7
mux2i_1: 32 / 32
mux4_2: 16 / 16
nand2_1: 18 / 18
nand2b_1: 2 / 2
nand4_1: 3 / 3
nor2_1: 11 / 11
nor3_1: 4 / 4
o21ai_0: 9 / 9
xnor2_1: 10 / 10
xor2_1: 3 / 3
## report_power, final
part	total (W)	switching, W	internal [W]
registers	0.00175	0.000145	0.00160
logic	0.00157	0.000763	0.000809
clock network	0.00162	0.000506	0.00111
total	0.00494	0.00141	0.00353
## logic make-up (layout without fill, tap and decap cells)
logic type | count (synthesis) | count (layout) | synth area share (%)
flip-flops | 138 | 138 | 71.6
multiplexers | 48 | 48 | 11.9
AND-OR/OR-AND | 40 | 40 | 5.97
adder cells (fa/ha/maj) | 10 | 10 | 2.32
AND/OR/NAND/NOR | 42 | 42 | 3.30
buffers and inverters | 24 | 78 | 2.95
XOR/XNOR | 13 | 13 | 1.99
## metrics by stage
step	power (W)	cells	setup slack, ps	hold slack (ps)
after floorplan	0.00276	315	1430	501
after detailed placement	0.00338	572	1130	526
final	0.00494	603	776	533
after global placement	0.00337	572	1170	520
after CTS	0.00501	603	723	534
after global routing	0.00522	603	537	560
## routing by layer
metal  GRT usage (%)  part of all wire [%]  wire length (um)
met1            18.9                    42              4650
met2            19.4                    47              5230
met3            5.15                   9.7              1080
met4            2.02                   1.6               178
met5               0                     0                 0
## worst max path at each step
stage | startpoint | endpoint | slack [ps] | cells after the start
finish | rd_ptr[0] | data_out_o[0] | 780 | 6
global route | rd_ptr[0] | data_out_o[0] | 540 | 6
CTS | rd_ptr[0] | data_out_o[0] | 720 | 6
## area by class of cell
class / instances / area share (%)
repair buffers: 39 / 5.18
flip-flops and latches: 138 / 59.3
inverters: 8 / 0.434
clock inverters: 13 / 3.60
multi-input cells: 153 / 21.1
clock buffers: 18 / 6.21
well taps: 234 / 4.24
Power figures rest on the tool's default switching activity, not on a simulated workload.
